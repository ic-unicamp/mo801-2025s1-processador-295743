<file path="design/flow/config.mk">
export PLATFORM = sky130hd
export DESIGN_NAME = Mux
export DESIGN_NICKNAME = Mux
export VERILOG_FILES = /design/flow/design.v
export SDC_FILE = /design/flow/constraint.sdc
export NUM_CORES = 4
export LEC_CHECK = 1
export CORE_AREA = 10 10 120 120
export DIE_AREA = 0 0 130 130
</file>
<file path="design/flow/constraint.sdc">
current_design Mux

set clk_period 7.7
set clk_io_pct 0.2

create_clock -name clk0 -period $clk_period

set non_clock_inputs [all_inputs -no_clocks]
set_input_delay [expr $clk_period * $clk_io_pct] -clock clk0 $non_clock_inputs
set_output_delay [expr $clk_period * $clk_io_pct] -clock clk0 [all_outputs]
</file>
<file path="design/flow/design.v">
module Mux(
    input wire [2:0] option,
    input wire [31:0] A,
    input wire [31:0] B,
    input wire [31:0] C,
    input wire [31:0] D,
    input wire [31:0] E,
    input wire [31:0] F,
    input wire [31:0] G,
    input wire [31:0] H,
    output reg [31:0] S
);
always @(*) begin
    case  (option)
        3'b000: S = A;
        3'b001: S = B;
        3'b010: S = C;
        3'b011: S = D;
        3'b100: S = E;
        3'b101: S = F;
        3'b110: S = G;
        3'b111: S = H;
        default: S = A;
    endcase
end
endmodule
</file>
<file path="design/flow/run.sh">
#!/bin/bash
# OpenROAD 26Q1-2900-gdf79404cd8, Yosys 0.63+post, stock flow scripts
make -C /OpenROAD-flow-scripts/flow DESIGN_CONFIG=/design/flow/config.mk WORK_HOME=/design/flow/orfs finish
</file>
==> node_exporter_impl.prom <==
# HELP chip_impl_metric Yosys and OpenROAD flow results
# TYPE chip_impl_metric gauge
chip_impl_metric{name="post_cts_buffers",unit=""} 0
chip_impl_info{name="cp-end-kind",value="output pin"} 1
chip_impl_metric{name="core-area",unit="µm²"} 11900
chip_impl_metric{name="layout_min_cycle_time",unit="ps"} 5640
chip_impl_metric{name="timing.setup.tns",unit="ps"} 0
chip_impl_metric{name="yosys.stat.seqShare",unit="%"} 0
chip_impl_metric{name="power.share.clock",unit="%"} 0
chip_impl_metric{name="pwr-share-comb",unit="%"} 100.0
chip_impl_metric{name="layout.filler_cells",unit=""} 1223
chip_impl_metric{name="clkbuf_count",unit=""} 0
chip_impl_metric{name="max_clock_freq",unit="MHz"} 177
chip_impl_metric{name="avgViaCountPerCell",unit=""} 4.89
chip_impl_metric{name="ant_nets",unit=""} 0
chip_impl_metric{name="internal_power_summed_over_all_cells",unit="µW"} 200
chip_impl_info{name="grt_setup_unrepaired",value="false"} 1
chip_impl_metric{name="ys_types",unit=""} 29
chip_impl_metric{name="avgSynthCellArea",unit="µm²"} 7.34
chip_impl_metric{name="drcViolationCount",unit=""} 0
chip_impl_metric{name="timing_worst_slew_pin_value",unit="ps"} 845
chip_impl_metric{name="maximum_number_of_pins_on_one_net_before_global_route_repair",unit=""} 68
chip_impl_metric{name="hpwlAfterDp",unit="µm"} 12000
chip_impl_metric{name="power.ir.vdd_worst",unit="mV"} 0.0205
chip_impl_metric{name="grt.total_usage",unit="%"} 15.7
chip_impl_metric{name="switching_power",unit="µW"} 80.1
chip_impl_metric{name="grt_first_pass_wirelength",unit="µm"} 21000
chip_impl_metric{name="layout.sequential_cells",unit=""} 0
chip_impl_metric{name="wire_per_inst",unit="µm"} 20.3
chip_impl_metric{name="port-buffer-count",unit=""} 291
chip_impl_metric{name="finalHoldViolCount",unit=""} 0
chip_impl_metric{name="detailedRoute.firstPassIterationCount",unit=""} 6
chip_impl_metric{name="first_global_vias",unit=""} 3765
chip_impl_info{name="cp-start-kind",value="input pin"} 1
chip_impl_metric{name="yosysWarnings",unit=""} 1
chip_impl_metric{name="cts.hold.buffers_added",unit=""} 0
chip_impl_metric{name="regArea",unit="µm²"} 0
chip_impl_metric{name="log.warning_count",unit=""} 32
chip_impl_info{name="outcome",value="finished, final reports clean"} 1
chip_impl_metric{name="sequentialPowerShare",unit="%"} 0
chip_impl_metric{name="power_per_cell_area",unit="nW/µm²"} 54.4
chip_impl_metric{name="worst-endpoint-arrival",unit="ps"} 4100
chip_impl_metric{name="drv_cap",unit=""} 0
chip_impl_metric{name="final.setup.worst_slack",unit="ps"} 2060
chip_impl_metric{name="cp_data_required_time",unit="ps"} 6160
chip_impl_metric{name="count_of_pins_on_the_block_boundary",unit=""} 291
chip_impl_metric{name="initial_utilization",unit="%"} 18.8
chip_impl_metric{name="synth_chip_area",unit="µm²"} 2240
chip_impl_metric{name="critical_path.max_fanout",unit=""} 39
chip_impl_info{name="final_cell_mix",value="clkdlybuf4s50_1, a22oi_1, nand2b_1, nor2_1, mux2_2"} 1
chip_impl_metric{name="drt-initial-drc-count",unit=""} 162
chip_impl_metric{name="gp_congestion",unit=""} 0.858
chip_impl_metric{name="static-leakage-power",unit="nW"} 1.84
chip_impl_metric{name="finalClockPeriodUsage",unit="%"} 73.3
chip_impl_metric{name="chip_area",unit="µm²"} 16900
chip_impl_metric{name="postRouteWirelength",unit="µm"} 14500
chip_impl_info{name="final_common_cell",value="clkdlybuf4s50_1"} 1
chip_impl_metric{name="route.antenna.diode_count",unit=""} 0
chip_impl_metric{name="combGateArea",unit="µm²"} 2010
chip_impl_metric{name="grt_antenna_before_repair",unit=""} 0
chip_impl_metric{name="synthesis.area",unit="µm²"} 2240
chip_impl_info{name="timing.hold.worst.class",value="in2out"} 1
chip_impl_metric{name="placementRows",unit=""} 40
chip_impl_metric{name="final-max-slew-violation-count",unit=""} 0
chip_impl_metric{name="syn_to_final_growth",unit="%"} 129
chip_impl_metric{name="dieWidth",unit="µm"} 130
chip_impl_metric{name="grt_overflow_total",unit=""} 0
chip_impl_metric{name="routed-via-count",unit=""} 3475
chip_impl_metric{name="slew-limit-headroom",unit="%"} 43.5
chip_impl_info{name="worst-setup-path-type",value="in2out"} 1
chip_impl_metric{name="finalSetupViolCount",unit=""} 0
chip_impl_metric{name="die_h",unit="µm"} 130
chip_impl_metric{name="cell_count_listed_in_synth_stat_txt",unit=""} 306
chip_impl_metric{name="synthesis.instances",unit=""} 306
chip_impl_metric{name="proportion_of_layout_cells_with_a_drive_suffix_above_1",unit="%"} 12.1
chip_impl_metric{name="power.switching_fraction",unit="%"} 28.6
chip_impl_metric{name="worst_setup_slack_post_dpl",unit="ps"} 2010
chip_impl_metric{name="cts_repair_resize_count",unit=""} 0
metrics by stage:
stage | hold WS (ps) | instances | cell area [µm²] | util (%) | power [mW]
global placement | 3980 | 711 | 5150 | 43.2 | 0.281
global route | 4010 | 711 | 5150 | 43.2 | 0.304
floorplan | 3160 | 306 | 2240 | - | 0.0937
CTS | 3970 | 711 | 5150 | 43.2 | 0.283
finish | 3960 | 711 | 5150 | 43.2 | 0.280
detailed placement | 3970 | 711 | 5150 | 43.2 | 0.282
cells by family (layout without fill, tap and decap cells):
logic type,count (synthesis),after routing,share of synthesized area (%)
multiplexers,37,37,19.7
buffers and inverters,42,300,10.8
AND-OR/OR-AND,145,145,49.9
AND/OR/NAND/NOR,82,82,19.6
synthesized netlist by cell type:
| library cell | instances | area, µm² |
|---|---|---|
| nor2_2 | 1 | 6.26 |
| a221oi_1 | 3 | 26.3 |
| buf_2 | 26 | 130 |
| mux2_2 | 28 | 315 |
| inv_1 | 3 | 11.3 |
| and4b_1 | 2 | 20.0 |
| nand2b_1 | 32 | 200 |
| a22oi_1 | 53 | 398 |
| buf_12 | 1 | 20.0 |
| a31oi_1 | 27 | 169 |
| a21oi_1 | 2 | 10.0 |
| clkbuf_2 | 1 | 5.00 |
| buf_6 | 3 | 33.8 |
| a21bo_2 | 25 | 250 |
| o211ai_1 | 25 | 188 |
| clkbuf_1 | 5 | 18.8 |
| nand2_1 | 11 | 41.3 |
| a211o_1 | 1 | 8.76 |
| nor2_1 | 29 | 109 |
| buf_4 | 3 | 22.5 |
| mux4_2 | 3 | 67.6 |
| o2bb2ai_1 | 3 | 26.3 |
| or3_4 | 1 | 11.3 |
| o21ai_0 | 3 | 15.0 |
| o32a_1 | 3 | 30.0 |
| nor3b_1 | 1 | 7.51 |
| mux2i_1 | 6 | 60.1 |
| and3b_1 | 2 | 17.5 |
| nand4b_1 | 3 | 26.3 |
power groups by stage:
stage / clock network [mW] / logic (mW) / registers [mW]
global route: 0 / 0.304 / 0
CTS: 0 / 0.283 / 0
finish: 0 / 0.280 / 0
routing by layer:
layer | routed length [µm] | vias up | global-route usage, % | share of wire (%)
met5 | 0 | - | 0 | 0
met4 | 155 | 0 | 1.59 | 1.1
met3 | 1560 | 10 | 5.64 | 11
met2 | 7230 | 177 | 28.8 | 50
met1 | 5510 | 1570 | 17.6 | 38
li1 | - | 1718 | - | -
path summary, 6_finish.rpt:
kind,from,end,slack [ps],cells past startpoint
worst min-delay path,option[0],S[27],3960,4
worst max-delay path,option[2],S[30],2060,7
worst max-delay path, cell delays in order:
cell and delay (ps):
buf_2 450, buf_4 430, and3b_1 540, buf_4 320, a22oi_1 110, a31oi_1 170, clkdlybuf4s50_1 500
area by class of cell:
type               instances  area share (%)
inverters                  3           0.219
multi-input cells        264            39.0
well taps                147            3.57
repair buffers           297            57.2
Power is estimated from default activity; no workload was simulated.
