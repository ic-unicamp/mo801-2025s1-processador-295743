==> flow/design.v <==
module ALU(
    input [31:0] src_a,
    input [31:0] src_b,
    input [3:0] alu_control, 
    output reg [31:0] result,
    output zero 
);
    localparam [3:0]
        AND  = 4'b0000,
        OR   = 4'b0001,
        ADD  = 4'b0010,
        SUB  = 4'b0110,
        SLT  = 4'b0111,
        NOR  = 4'b1100,
        XOR  = 4'b1010,
        SLL  = 4'b1000,
        SRL  = 4'b1001,
        SRA  = 4'b0011,
        BGE   = 4'b1011,
        GEU  = 4'b1101,
        SLTU = 4'b1111;
    assign zero = ~(|result);
    always @(*) begin
        case (alu_control)
            AND:  result = src_a & src_b;                
            OR:  result = src_a | src_b;                
            ADD:  result = src_a + src_b;                
            SUB:  result = src_a - src_b;                
            SLT:  result = ($signed(src_a) < $signed(src_b)) ? 32'h1 : 32'h0;  
            SLTU:  result = ($unsigned(src_a) < $unsigned(src_b)) ? 32'h1 : 32'h0;      
            SLL:  result = src_a << src_b[4:0];          
            SRL:  result = src_a >> $unsigned(src_b[4:0]);          
            SRA:  result = src_a >>> src_b[4:0];         
            NOR: result = ~(src_a | src_b);
            XOR: result = src_a ^ src_b;                
            BGE: result = (src_a>=src_b) ? 32'h1 : 32'h0;  
            GEU: result = ($unsigned(src_a)>=$unsigned(src_b)) ? 32'h1 : 32'h0;  
            default: 
                result = 32'h0;                        
        endcase
    end
endmodule
==> flow/run.sh <==
#!/bin/bash
# OpenROAD 26Q1-2900-gdf79404cd8, Yosys 0.63+post, stock flow scripts
make -C /OpenROAD-flow-scripts/flow DESIGN_CONFIG=/design/flow/config.mk WORK_HOME=/design/flow/orfs finish
==> flow/config.mk <==
export PLATFORM = sky130hd
export DESIGN_NAME = ALU
export DESIGN_NICKNAME = ALU
export VERILOG_FILES = /design/flow/design.v
export SDC_FILE = /design/flow/constraint.sdc
export NUM_CORES = 4
export LEC_CHECK = 1
export CORE_UTILIZATION = 50
==> flow/constraint.sdc <==
current_design ALU

set clk_period 25.1
set clk_io_pct 0.2

create_clock -name clk0 -period $clk_period

set non_clock_inputs [all_inputs -no_clocks]
set_input_delay [expr $clk_period * $clk_io_pct] -clock clk0 $non_clock_inputs
set_output_delay [expr $clk_period * $clk_io_pct] -clock clk0 [all_outputs]
==> metrics.csv <==
metric;value;unit
status;finished, final reports clean;
row cnt;50;
min-delay worst type;in2out;
Logic pwr share;1.000;
Slew HR;0.319;
area of placed instances;10800;um2
width of the die;141;um
worst-path fanout max;20;
vias per cell;7.16;
cell count after synthesis;1376;
Final Max Slew Viols;0;
M1 WL;18.1;mm
first-pass GRT wire length;67.5;mm
cell taking the most area after synthesis;ha_1;
Switch Pwr;0.153;mW
layout cell share with drive strength beyond 1;0.0927;
Syn Area/Cell;7.04;um2
largest net degree at the start of global routing;58;
via count;11800;
final hold viol count;0;
Area leader share;0.128;
max-cap violations;0;
largest cells by area after synthesis;ha_1, mux4_2, mux2i_1, a21oi_1, o21ai_0;
Die ar.;19900;um2
Yosys warnings;1;
initial antenna violation count;0;
P&R area growth vs syn;11.0;%
drt pass-1 iters;7;
quantity of hold-fixing buffers added after cts;0;
fin crit share;0.646;
RSZ-0062 raised after global routing;no;
logic area;8870;um2
IO Count;101;
PortBufs;101;
final setup violation count;0;
Worst-Margin Slew;996;ps
area of the core;18800;um2
Worst setup EP type;primary output;
diode count;0;
Seq cells;0;
final wirelength;44.9;mm
clock power share;0;
fillcell total;1821;
Worst EP arrival;11190;ps
Switching Fraction;0.602;
critical path class;in2out;
Max Fclk;61.7;MHz
yosys cell count;1376;
Post-Layout Inst Area;10800;um2
Floorplan Utilization;0.514;
register area share after synthesis;0;
internal power;0.101;mW
Max rail drop VDD;19.6;uV
routability cong.;1.06;
Yosys chip area;9690;um2
Post-CTS Setup Bufs;0;
met3 WL;5.30;mm
DIE HEIGHT;141;um
DRT iter0 DRCs;1442;
DR WL/cell;27.2;um
Antenna Nets Post-Route;0;
Tmin final;16210;ps
Tot GR Track Use;0.460;
HPWL after DPL;34.8;mm
leakage power;4.32;nW
drt drc;0;
post_cts resized;0;
area of the mapped netlist;9690;um2
Power per Cell Area;23.7;nW/um2
number of clock buffers in the layout;0;
vias in the first global route;10800;
Fin Setup TNS;0;ps
Worst Setup Start Kind;input pin;
sequential share of power;0;
Sequential Area;0;um2
top layer reached by signal wires;met4;
worst endpoint required time;20080;ps
Distinct lib cells used;87;
Overflow after GRT;0;
tool warnings;100;
WL met2;18.8;mm
## layout make-up
class / instances / area share
inverters: 99 / 0.0346
repair buffers: 126 / 0.110
well taps: 260 / 0.0303
multi-input cells: 1166 / 0.825
## metrics by stage
step                      setup slack, ps   util  instances  hold slack [ps]  power [mW]
after floorplan                     10970      -       1376            10340       0.153
after detailed placement             9030  0.571       1651            11300       0.245
after global placement               9150  0.571       1651            11290       0.245
after global routing                 8700  0.571       1651            11390       0.270
final                                8890  0.571       1651            11320       0.254
after CTS                            9030  0.571       1651            11310       0.246
## cells in the final DEF, fill, tap and decap left out, types with 7 or more instances in the layout
| cell | Yosys | final |
|---|---|---|
| nor2_1 | 104 | 104 |
| a21o_1 | 17 | 17 |
| buf_4 | 0 | 26 |
| o21a_1 | 7 | 7 |
| a211o_1 | 8 | 8 |
| o21ai_0 | 89 | 89 |
| ha_1 | 99 | 99 |
| xnor2_1 | 10 | 10 |
| nand2_1 | 110 | 110 |
| o311ai_0 | 7 | 7 |
| nor4_1 | 18 | 17 |
| nor3_1 | 45 | 45 |
| o22ai_1 | 31 | 31 |
| a221oi_1 | 25 | 25 |
| nor3b_1 | 9 | 9 |
| o22a_1 | 8 | 8 |
| a22oi_1 | 19 | 19 |
| nand3_1 | 30 | 30 |
| mux4_2 | 38 | 38 |
| mux2_2 | 36 | 36 |
| nor2b_1 | 17 | 17 |
| o31ai_1 | 23 | 23 |
| a31oi_1 | 16 | 16 |
| o221ai_1 | 15 | 15 |
| mux2i_1 | 53 | 53 |
| o211ai_1 | 26 | 26 |
| clkdlybuf4s50_1 | 0 | 97 |
| and3_1 | 8 | 8 |
| a211oi_1 | 29 | 29 |
| nand2b_1 | 17 | 17 |
| or2_2 | 8 | 8 |
| inv_1 | 94 | 94 |
| o21bai_1 | 12 | 12 |
| and2_1 | 7 | 7 |
| a22o_1 | 7 | 7 |
| or3_1 | 9 | 9 |
| a21oi_1 | 98 | 98 |
| a221o_1 | 11 | 11 |
## power groups by stage
stage	combinational (mW)	sequential (mW)	clock, mW
CTS	0.246	0	0
global route	0.270	0	0
finish	0.254	0	0
## cells in the mapped netlist, types with 9 or more instances
cell type,number
o22ai_1,31
nand2b_1,17
o221ai_1,15
nor2_1,104
mux2_2,36
a211oi_1,29
mux2i_1,53
mux4_2,38
xnor2_1,10
buf_1,12
nand2_1,110
nor2b_1,17
a21oi_1,98
or3_1,9
ha_1,99
nor4_1,18
a221oi_1,25
nor3_1,45
inv_1,94
a31oi_1,16
a221o_1,11
o21bai_1,12
buf_2,22
nand3_1,30
o211ai_1,26
a21o_1,17
nor3b_1,9
o21ai_0,89
a22oi_1,19
o31ai_1,23
clkbuf_1,71
## final timing paths
| check | from | to | slack, ps | depth (start not counted) |
|---|---|---|---|---|
| worst min-delay path | src_b[2] | result[4] | 11320 | 6 |
| worst max-delay path | src_b[4] | zero | 8890 | 15 |
## worst max-delay path, stage by stage
cell	delay, ps
clkdlybuf4s50_1	450
buf_4	260
clkinv_1	630
ha_1	700
nor3b_1	100
o31a_1	340
o311ai_0	830
nand3_1	270
a21oi_1	490
nor4_1	110
o32a_1	210
or4_1	540
or4b_1	600
nor4_2	150
clkdlybuf4s50_1	490
## cell families (layout without fill, tap and decap cells)
kind of cell | after synthesis | in the layout | synth area share
buffers and inverters | 210 | 225 | 0.0898
AND-OR/OR-AND | 500 | 500 | 0.354
multiplexers | 129 | 129 | 0.190
AND/OR/NAND/NOR | 422 | 422 | 0.221
adder cells (fa/ha/maj) | 101 | 101 | 0.132
XOR/XNOR | 14 | 14 | 0.0127
## metal layers
layer	vias up	global-route usage
met3	139	0.0962
met1	5523	0.642
met4	0	0.212
met5	-	0
met2	837	0.685
li1	5328	-
Power and IR drop assume default switching activity.
