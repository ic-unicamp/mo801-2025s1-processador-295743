`/design/flow/design.v`:
```
module RegisterFile(
    input clk,
    input resetn,
    input write_enable,
    input [4:0] read_reg1, 
    input [4:0] read_reg2,
    input [4:0] write_reg,
    input [31:0] write_data,
    output [31:0] data_out1,
    output [31:0] data_out2
);
    integer i;
    reg [31:0] registers [0:31];
    assign data_out1 = (read_reg1 == 5'd0) ? 32'd0 : registers[read_reg1];
    assign data_out2 = (read_reg2 == 5'd0) ? 32'd0 : registers[read_reg2];
    always @(posedge clk) begin
        if (resetn==1'b0) begin
            for (i = 1; i < 32; i = i + 1) 
                registers[i] = 32'd0;
        end else if (write_enable && write_reg != 5'd0) begin  
            registers[write_reg] = write_data;
        end
    end
endmodule
```
`/design/flow/run.sh`:
```
#!/bin/bash
# OpenROAD 26Q1-2900-gdf79404cd8, Yosys 0.63+post, stock flow scripts
make -C /OpenROAD-flow-scripts/flow DESIGN_CONFIG=/design/flow/config.mk WORK_HOME=/design/flow/orfs finish
```
`/design/flow/config.mk`:
```
export PLATFORM = sky130hd
export DESIGN_NAME = RegisterFile
export DESIGN_NICKNAME = RegisterFile
export VERILOG_FILES = /design/flow/design.v
export SDC_FILE = /design/flow/constraint.sdc
export NUM_CORES = 4
export LEC_CHECK = 1
export CORE_UTILIZATION = 30
```
`/design/flow/constraint.sdc`:
```
current_design RegisterFile

set clk_period 18.8
set clk_io_pct 0.2

create_clock -name clk0 -period $clk_period [get_ports {clk}]

set non_clock_inputs [all_inputs -no_clocks]
set_input_delay [expr $clk_period * $clk_io_pct] -clock clk0 $non_clock_inputs
set_output_delay [expr $clk_period * $clk_io_pct] -clock clk0 [all_outputs]
```
==> results.py <==
# Physical implementation metrics
metrics = {
    "clock_network": {
        "hold_buffers": 0,
        "postCtsSetupRepairBufs": 0,
        "cts.repair.resized": 0,
        "cts.sinks": 1024,
        "clk_pin_slew_ns": 0.06,
        "root_buffer": "clkbuf_16",
        "clock_path_buffers": 3,
        "cts_tree": "built",
        "cts_made_buffers": 108,
        "cts_max_level": 3,
    },
    "routing": {
        "first_pass_iters": 5,
        "routedWlPerCell_um": 30.0,
        "wl_mm": 180,
        "vias_per_cell": 5.42,
        "drcViolationCount": 0,
        "drtIter0Drc": 2087,
        "detail-route-antenna-nets": 0,
        "via_count": 32500,
    },
    "finish": {
        "largest_reg_flops": 1024,
        "area_delta_synth_final_pct": 15.0,
        "final_cell_area_um2": 62300,
        "drive_above_1_share_pct": 25.6,
    },
    "floorplan": {
        "die_w_um": 427,
        "core_region_area_um2": 179000,
        "die_h_um": 427,
        "fp_util_pct": 30.3,
        "row_count": 155,
        "io_pins": 114,
        "dieArea_um2": 182000,
    },
    "sta": {
        "maxSlewViolCount": 0,
        "slew-limit-headroom_pct": 28.7,
        "tightest_slew_ns": 1.07,
        "period_used_pct": 62.3,
        "finalSetupViolations": 0,
        "finalSetupTns_ns": 0,
        "fmax_mhz": 85.4,
        "rsz0062_at_grt": "false",
        "min_period_ns": 11.70,
        "hold_viol": 0,
    },
    "logic_synthesis": {
        "ys_cells": 3507,
        "synthCells": 3507,
        "edf_count": 1024,
        "top_cells_by_area": "edfxtp_1 (57%), mux4_2 (20%), and2_1 (11%)",
        "top_area_cell": "edfxtp_1",
        "top_cells_by_count": "edfxtp_1 (1024), and2_1 (996), mux4_2 (470)",
        "ys.flops": 1024,
        "ys_area_um2": 54200,
        "yosysMostFrequentCell": "edfxtp_1",
        "synth.distinct_cells": 41,
        "ys_seq_share_pct": 56.7,
        "yosys_warnings": 1,
        "ys.flop_type": "edfxtp_1",
        "avgSynthCellArea_um2": 15.5,
        "async_reset_ff_share_pct": 0,
        "synthDominantCellAreaShare_pct": 56.7,
        "synth_area_um2": 54200,
    },
    "flow_run": {
        "log.warning_count": 26,
        "max_cap_viol_count": 0,
    },
    "placed_design": {
        "io_buffers": 113,
        "hpwl_mm": 112,
        "routabilityCongestion": 0.917,
        "place_area_um2": 58500,
    },
    "setup_path": {
        "start_kind": "input port",
        "cp-end-kind": "output pin",
        "crit_fanout": 35,
        "worstPathRequired_ns": 15.04,
        "crit_arrival_ns": 7.94,
        "critPathKind": "in2out",
    },
    "grt": {
        "grt_max_degree": 84,
        "grt_pass1_vias": 35200,
        "grt_use_total_pct": 21.2,
        "grt_overflow": 0,
        "antenna_found_initial": 12,
        "grt_pass1_wl_mm": 256,
    },
    "run_status": {
        "status": "finished, final reports clean",
    },
    "min_path": {
        "hold_path_class": "in2reg",
    },
    "pwr": {
        "p_leak_nw": 20.9,
        "peakVddDrop_v": 0.0000698,
        "p_total_mw": 5.71,
        "power_density_nw_per_um2": 91.5,
    },
}
## cell type report
| class | count | area [µm²] |
|---|---|---|
| inverters | 1 | 3.75 |
| multi-input cells | 2125 | 22300 |
| repair buffers | 284 | 2440 |
| fillers | 16600 | 117000 |
| clock buffers | 121 | 2820 |
| well taps | 2355 | 2950 |
| clock inverters | 84 | 1030 |
| diodes | 6 | 15.0 |
| flip-flops and latches | 1024 | 30700 |
## critical path: stages
cell and delay, ns:
buf_6 0.31, buf_4 0.54, buf_4 0.53, or3b_2 0.77, buf_4 0.35, o221ai_1 0.22
a211oi_1 0.14, buf_4 0.21, nor3_1 0.46, clkdlybuf4s50_1 0.58
## layer usage
metal	share of wire [%]	global-route usage, %	wire length [µm]
met5	0.098	1.46	176
met4	5.1	8.60	9260
met3	16	15.6	29700
met2	46	31.4	83200
met1	32	23.3	57800
## placed cells by master (no fill, tap or decap), types with 6 or more instances in the layout
cell type        netlist  final
nor4_1                 8      7
nor2_4                 0     17
a211oi_1              34     34
o221ai_1              27     27
nand2b_1               6      6
a22oi_1               18     18
conb_1                 1     32
a2111oi_1             21     22
edfxtp_1            1024   1024
clkbuf_1             275     10
and2_1               996    995
a21oi_1               10     10
a22o_1                51     51
nor3_1                54     54
mux2i_1              154    154
diode_2                0      6
clkinv_1               0     21
mux2_2                30     30
o22ai_1               79     79
bufinv_16              0     23
o21ai_4                0     31
a2111oi_0              8      7
nor2_2                 0     15
clkdlybuf4s50_1        0    103
buf_4                 39    172
clkbuf_16              0    111
nor2b_1               15     13
mux4_2               470    470
inv_6                  0      6
clkinv_2               0     24
nand2_1                8      8
## stage by stage
step / utilization, % / cells / hold slack, ns / worst slack [ns]
6_report: 34.8 / 6000 / 3.66 / 7.10
5_1_grt: 34.8 / 5996 / 3.65 / 6.95
4_1_cts: 34.8 / 5994 / 3.62 / 7.05
3_5_place_dp: 32.7 / 5789 / 4.40 / 7.06
3_3_place_gp: 32.7 / 5789 / 4.39 / 7.07
2_1_floorplan: - / 3538 / 3.86 / 9.68
## logic make-up after synthesis
| kind of cell | after synthesis | synth area share (%) |
|---|---|---|
| multiplexers | 654 | 23.0 |
| buffers and inverters | 389 | 3.33 |
| other | 1 | 0.00692 |
| AND-OR/OR-AND | 291 | 3.98 |
| flip-flops | 1024 | 56.7 |
| AND/OR/NAND/NOR | 1148 | 13.0 |
## worst paths after layout
path	start	endpoint	slack [ns]	cells after the start
worst max-delay path	read_reg2[2]	data_out2[20]	7.10	10
worst min-delay path	resetn	registers[9][0]	3.66	2
## where the power goes
| part | internal [mW] | switching (mW) |
|---|---|---|
| logic | 0.299 | 0.372 |
| clock network | 1.39 | 0.940 |
| registers | 2.64 | 0.0624 |
Power is estimated from default activity; no workload was simulated.
